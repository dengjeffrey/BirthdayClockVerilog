==> flow/design.v <==
module hex_7seg(hex_digit,seg);
input [3:0] hex_digit;
output [6:0] seg;
reg [6:0] seg;
always @ (hex_digit)
case (hex_digit)
		4'h0: seg = 7'b1000000;
		4'h1: seg = 7'b1111001; 	 
		4'h2: seg = 7'b0100100; 	 
		4'h3: seg = 7'b0110000; 	 
		4'h4: seg = 7'b0011001; 	 
		4'h5: seg = 7'b0010010; 	 
		4'h6: seg = 7'b0000010; 	 
		4'h7: seg = 7'b1111000; 	 
		4'h8: seg = 7'b0000000; 	 
		4'h9: seg = 7'b0011000; 	 
		4'ha: seg = 7'b0001000;
		4'hb: seg = 7'b0000011;
		4'hc: seg = 7'b1000110;
		4'hd: seg = 7'b0100001;
		4'he: seg = 7'b0000110;
		4'hf: seg = 7'b0001110;
endcase
endmodule
module keyboard(keyboard_clk, keyboard_data, clock50, reset, read, scan_ready, scan_code);
input keyboard_clk;
input keyboard_data;
input clock50;  
input reset;
input read;
output scan_ready;
output [7:0] scan_code;
reg ready_set;
reg [7:0] scan_code;
reg scan_ready;
reg read_char;
reg clock;  
reg [3:0] incnt;
reg [8:0] shiftin;
reg [7:0] filter;
reg keyboard_clk_filtered;
always @ (posedge ready_set or posedge read)
if (read == 1) scan_ready <= 0;
else scan_ready <= 1;
always @(posedge clock50)
	clock <= ~clock;
always @(posedge clock)
begin
   filter <= {keyboard_clk, filter[7:1]};
   if (filter==8'b1111_1111) keyboard_clk_filtered <= 1;
   else if (filter==8'b0000_0000) keyboard_clk_filtered <= 0;
end
always @(posedge keyboard_clk_filtered)
begin
   if (reset==1)
   begin
      incnt <= 4'b0000;
      read_char <= 0;
   end
   else if (keyboard_data==0 && read_char==0)
   begin
	read_char <= 1;
	ready_set <= 0;
   end
   else
   begin
	   if (read_char == 1)
   		begin
      		if (incnt < 9) 
      		begin
				incnt <= incnt + 1'b1;
				shiftin = { keyboard_data, shiftin[8:1]};
				ready_set <= 0;
			end
		else
			begin
				incnt <= 0;
				scan_code <= shiftin[7:0];
				read_char <= 0;
				ready_set <= 1;
			end
		end
	end
end
endmodule
module oneshot(output reg pulse_out, input trigger_in, input clk);
reg delay;
always @ (posedge clk)
begin
	if (trigger_in && !delay) pulse_out <= 1'b1;
	else pulse_out <= 1'b0;
	delay <= trigger_in;
end 
endmodule
module ps2lab1(
  input  CLOCK_50,
  input  [3:0]  KEY,
  input  [17:0]  SW,
  output  [6:0]  HEX0, HEX1, HEX2, HEX3, HEX4, HEX5, HEX6, HEX7,
  output  [8:0]  LEDG,   
  output  [17:0]  LEDR,   
  input	PS2_DAT,
  input	PS2_CLK,
  inout  [35:0]  GPIO_0, GPIO_1
);
assign  GPIO_0    =  36'hzzzzzzzzz;
assign  GPIO_1    =  36'hzzzzzzzzz;
wire RST;
assign RST = KEY[0];
assign LEDR[17:0] = SW[17:0];
assign LEDG = 0;
wire reset = 1'b0;
wire [7:0] scan_code;
reg [7:0] history[1:4];
wire read, scan_ready;
oneshot pulser(
   .pulse_out(read),
   .trigger_in(scan_ready),
   .clk(CLOCK_50)
);
keyboard kbd(
  .keyboard_clk(PS2_CLK),
  .keyboard_data(PS2_DAT),
  .clock50(CLOCK_50),
  .reset(reset),
  .read(read),
  .scan_ready(scan_ready),
  .scan_code(scan_code)
);
hex_7seg dsp0(history[1][3:0],HEX0);
hex_7seg dsp1(history[1][7:4],HEX1);
hex_7seg dsp2(history[2][3:0],HEX2);
hex_7seg dsp3(history[2][7:4],HEX3);
hex_7seg dsp4(history[3][3:0],HEX4);
hex_7seg dsp5(history[3][7:4],HEX5);
hex_7seg dsp6(history[4][3:0],HEX6);
hex_7seg dsp7(history[4][7:4],HEX7);
always @(posedge scan_ready)
begin
	history[4] <= history[3];
	history[3] <= history[2];
	history[2] <= history[1];
	history[1] <= scan_code;
end
endmodule
==> flow/run.sh <==
#!/bin/bash
# OpenROAD 26Q1-2900-gdf79404cd8, Yosys 0.63+post, stock flow scripts
make -C /OpenROAD-flow-scripts/flow DESIGN_CONFIG=/design/flow/config.mk WORK_HOME=/design/flow/orfs finish
==> flow/config.mk <==
export PLATFORM = sky130hd
export DESIGN_NAME = ps2lab1
export DESIGN_NICKNAME = ps2lab1
export VERILOG_FILES = /design/flow/design.v
export SDC_FILE = /design/flow/constraint.sdc
export NUM_CORES = 4
export LEC_CHECK = 1
export CORE_UTILIZATION = 50
==> flow/constraint.sdc <==
current_design ps2lab1

set clk_period 1.0
set clk_io_pct 0.2

create_clock -name clk0 -period $clk_period [get_ports {CLOCK_50}]

set non_clock_inputs [all_inputs -no_clocks]
set_input_delay [expr $clk_period * $clk_io_pct] -clock clk0 $non_clock_inputs
set_output_delay [expr $clk_period * $clk_io_pct] -clock clk0 [all_outputs]
==> run notes <==
Implementation run completed; key figures follow.

Clock network:
- The run puts the clock transition at the registers of the reported paths at 0.03 ns.
- TritonCTS built the clock tree.
- The later pin in the worst-skew pair is clocked with a latency of 0.21 ns.
- After clock tree synthesis, the repair step resized 0 gates.
- Clock tree synthesis inserted a total of 3 buffers.
- The clock passes through at most 2 buffers.
- For this design, the CTS-stage hold fixing added 0 buffers.
- The run gives the buffer count from post-CTS setup fixing as 0.
- The run gives the maximum level of the CTS H-tree as 1.
- The run gives the cell at the root of the clock tree as sky130_fd_sc_hd__clkbuf_8.

Global routing:
- The run gives the via count of the first global-routing pass as 2,718.
- For this run, the total global-route usage over all layers was measured as 13.0%.
- The run puts the global-route wire length before repair at 12,000 um.
- The run gives the largest net degree at the start of global routing as 83.
- The run gives the initial antenna violation count as 0.
- Summed over all layers, the global routing overflow is 0.

Timing:
- In this run the tightest slew margin relative to its limit is 50.3%.
- The transition time recorded at the tightest slew-check pin is 0.744 ns.
- The run puts the number of unconstrained endpoints at 190.
- The run gives the share of the clock period used by the worst path as 64.1%.
- The most critical hold endpoint after final layout shows a slack of 0.377 ns.
- For this run, the final setup violation count is recorded as 0.
- The run gives the count of unclocked register or latch pins as 113.
- The run gives the final sum of negative setup slack as 0 ns.
- The final hold violation count recorded for this run is 0.
- The highest clock rate this design can be run at is 1.56 GHz.
- The run gives the max-slew violation count as 0.
- Setup repair after global routing left no endpoint under its margin.
- Across the routed clock network, the largest skew measured is 0.0000496 ns.
- The run gives the post-route minimum period as 0.641 ns.

Cells and area:
- The finished cells cover 0.00574 mm2.
- The run gives the final-layout fill cell count as 913.
- The run gives the multi-input combinational cell area as 0.00228 mm2.
- The run puts the total area of sequential cells at 0.00254 mm2.
- The run puts the fraction of layout instances using a drive strength above 1 at 4.16%.
- The run puts the relative area change from synthesis to final layout at 5.09%.
- The run puts the post-layout utilization of the core at 54.9%.

Pwr:
- The power report attributes to the clock group a share of 71.4%.
- The run gives the internal power as 401 uW.
- The flow reports that sequential cells draw 25.2% of the design power.
- The run puts the power density over cell area at 84.2 mW/mm2.
- The run gives the total leakage power as 0.00255 uW.
- The worst VDD IR drop from the latest analysis is 274 uV.
- The run gives the switching power share of the total as 17.1%.
- Combinational cells account for 3.4% of the total power.
- The run puts the switching power summed over all nets at 82.6 uW.

Critical path:
- The run gives the maximum net fanout on the critical path as 10.
- In this run the worst setup path begins at kbd.clock.
- Grouping stages by cell kind, the critical path spends the most delay in flip-flops.
- The run gives the critical register-to-register path endpoint as kbd.clock.
- The report lists the cells along the critical path as inv_1.
- The STA report counts the stages on the worst setup path as 1.
- The run gives the arrival time reported for the critical path endpoint as 0.74 ns.
- OpenSTA lists the critical path endpoint as kbd.clock.
- The report puts the cell count of the worst reg-to-reg path at 1.
- STA classifies the critical path startpoint as a flop.
- The run puts the buffering stage count on the worst path with inverters included at 1.
- STA lists the startpoint of the worst register-to-register path as kbd.clock.
- The worst setup path is captured at a flop.
- The worst-case reg-to-reg setup slack stands at 0.36 ns.
- The run puts the highest cell delay on the worst timing path at 0.46 ns.
- The critical path is of the reg2reg type.
- The run gives the cell with the largest stage delay on the worst path as sky130_fd_sc_hd__dfxtp_1.
- The required time at the worst endpoint is listed as 1.09 ns.

Floorplanning:
- The report lists the number of standard-cell rows as 37.
- The run gives the vertical die dimension as 107 um.
- The run gives the effective utilization at floorplan as 52.2%.
- The run puts the die width at 107 um.
- The total area inside the core boundary comes to 0.0105 mm2.
- The run gives the total die area as 0.0113 mm2.
- 180 I/O pins were placed.

Min path:
- In the hold timing report, the worst path depth is 1.
- Per the hold report, the tightest min-delay path originates at pulser.delay.
- STA reports the tightest min-delay check as being of type reg2reg.

Synthesis:
- The run gives the dominant register cell as sky130_fd_sc_hd__dfxtp_1.
- Counting flops with an async set or reset pin after synthesis yields a share of 0.862%.
- The run puts the fraction of post-synthesis cell area in the top cell type by area at 34.5%.
- Ranked by total cell area, the synthesized netlist is headed by sky130_fd_sc_hd__dfxtp_1, sky130_fd_sc_hd__buf_4, sky130_fd_sc_hd__edfxtp_1.
- The run gives the top cell type by total area after synthesis as sky130_fd_sc_hd__dfxtp_1.
- The run puts the count of synthesis-stage warnings from yosys at 8.
- The run gives the number of enable flip-flop cells as 21.
- The run puts the number of different library cells in the post-synthesis netlist at 37.
- The run gives the instance tally after logic synthesis as 526.
- The synthesized netlist has a Yosys-reported chip area of 0.00546 mm2.
- The run puts the total standard cell area after synthesis at 0.00546 mm2.
- Ranked by instance count, the synthesized netlist is headed by sky130_fd_sc_hd__buf_4, sky130_fd_sc_hd__dfxtp_1, sky130_fd_sc_hd__ha_1.
- The run puts the fraction of the yosys area taken by sequential cells at 46.5%.
- The most common cell in the synthesized netlist is sky130_fd_sc_hd__buf_4.
- The run puts the average instance area after synthesis at 10.4 um2.
- The run gives the number of cell instances after yosys synthesis as 526.
- The run puts the number of storage elements in the synthesis netlist at 116.

Route:
- After detailed routing, the total wire length is 7220 um.
- The run gives the average vias per placed instance as 4.51.
- The run puts the routed length per placed instance at 10.5 um.
- For this run, the detailed router's first-pass iteration total came to 4.
- The run puts the number of DRC violations after detailed routing at 0.
- Across all layers, the routed design uses 3,106 vias.
- For this run, the script counts the antenna cells in the layout as 0.
- The run gives the remaining antenna violation count as 0.
- The run puts the initial DRC count at 118.

Run status:
- The flow ran to the end, and the final reports show no timing, DRC or antenna violations.

Placement:
- The run puts the last weighted congestion value of the routability-driven placer at 0.831.
- The run gives the count of input and output buffers as 58.
- The run gives the placement-stage cell area as 0.00569 mm2.
- The run puts the total half-perimeter wirelength after legalization and detailed placement at 5380 um.

Flow run:
- Summing over the stages, the warning tally comes to 70.
- The run puts the number of violations of the max-capacitance limit at 0.
-- layout make-up --
cell class | instances | area share, %
sequential | 116 | 44.2
inverter | 30 | 1.96
clock buffer | 4 | 0.785
tap | 136 | 2.96
timing repair buffer | 59 | 10.2
multi-input combinational | 344 | 39.8
-- layer usage --
layer  vias to the layer above  share of wire (%)  GRT usage [%]
met4                         0               0.97           1.76
met1                      1363                 47           19.9
li1                       1628                  -              -
met3                        18                4.7          0.938
met2                        97                 47           21.6
met5                         -                  0              0
-- worst min-delay path by stage --
stage / to / slack, ns
4_1_cts: pulser.pulse_out / 0.38
5_1_grt: LEDR[10] / 0.40
6_report: pulser.pulse_out / 0.38
-- kinds of logic (layout without fill, tap and decap cells) --
group | count (synthesis) | count (layout) | synth area share (%)
flops | 116 | 116 | 46.5
other cells | 2 | 82 | 0.138
fa+ha+maj | 50 | 50 | 11.5
compound gates | 82 | 82 | 9.67
buf+inv | 146 | 93 | 17.2
mux | 35 | 35 | 6.76
xor+xnor | 1 | 1 | 0.160
simple gates | 94 | 94 | 8.16
-- state kept, by name, summed over array words and instances (netlist names), 8 cells and up --
| register | cells |
|---|---|
| kbd.filter | 8 |
| kbd.scan_code | 8 |
| history | 24 |
| kbd.shiftin | 9 |
-- power groups by stage --
stage / Clock, uW / Sequential [uW] / Combinational (uW)
6_report: 345 / 122 / 16.4
5_1_grt: 371 / 122 / 31.4
4_1_cts: 358 / 122 / 19.3
-- layout by cell type (no fill, tap or decap), drive strengths merged, types with 11 or more instances in the layout --
| cell type | instances |
|---|---|
| o21ai | 33 |
| nor2 | 23 |
| mux2i | 20 |
| nor2b | 11 |
| conb | 82 |
| nand2 | 35 |
| inv | 30 |
| dfxtp | 94 |
| edfxtp | 21 |
| a21oi | 12 |
| mux2 | 15 |
| clkdlybuf4s50 | 58 |
| ha | 50 |
-- through the flow --
| step | std cells | setup slack [ns] | total power (uW) |
|---|---|---|---|
| CTS | 689 | 0.360 | 500 |
| global placement | 685 | 0.401 | 148 |
| detailed placement | 685 | 0.370 | 142 |
| finish | 689 | 0.359 | 483 |
| global route | 689 | 0.303 | 524 |
| floorplan | 606 | 0.439 | 392 |
Power and IR drop assume default switching activity.
